<file path="flow/design.v">
`default_nettype none
module uart_down_counter(
        input clk,
        input rst,
        input effective,
        output ready
);
localparam bauds_per_clock = 104;
reg [$clog2(bauds_per_clock)-1:0] downcounter = 0;
always @(posedge clk) begin
        if (rst) begin
                downcounter <= 0;
        end else if (effective) begin
                downcounter <= bauds_per_clock - 1;
        end else if (downcounter != 0) begin
                downcounter <= downcounter - 1;
        end
end
assign ready = (downcounter == 0);
endmodule
module uart_put(
        input clk,
        input rst,
        input [7:0] x,
        input effective,
        output uart,
        output ready
);
reg [3:0] state = 0;
reg [7:0] chr = 0;
assign ready = (state == 0);
wire [10:0] choice;
assign choice = {1'b1, chr, 2'b01};
wire counter_finish;
reg transit = 0;
uart_down_counter counter(
        .clk(clk),
        .rst(rst),
        .effective(transit),
        .ready(counter_finish)
);
reg r_uart = 1;
always @(posedge clk) begin
        if (rst) begin
                state <= 0;
                chr <= 0;
                transit <= 0;
                r_uart <= 1;
        end else if (effective & (state == 0)) begin
                state <= 1;
                chr <= x;
                transit <= 1;
                r_uart <= 1;
        end else if ((state != 0) & counter_finish & ~transit) begin
                if(state != 4'd11) begin
                        state <= state + 1;
                        transit <= 1;
                        r_uart <= choice[state];
                end else begin
                        state <= 0;
                        r_uart <= 1;
                end
        end else begin
                transit <= 0;
        end
end
assign uart = r_uart;
endmodule
module ffmul(
        input clk,
        input rst,
        input [63:0] x,
        input [63:0] y,
        input [63:0] pol,
        input effective,
        output [63:0] result,
        output ready
);
reg [63:0] rx = 0;
reg [63:0] ry = 0;
reg [63:0] rpol = 0;
assign ready = (rx == 0);
reg [63:0] rresult = 0;
assign result = rresult;
always @(posedge clk) begin
        if (rst) begin
                rx <= 0;
                ry <= 0;
                rpol <= 0;
                rresult <= 0;
        end else if (effective) begin
                rx <= x;
                ry <= y;
                rpol <= pol;
                rresult <= 0;
        end else if (rx != 0) begin
                if (rx[0]) begin
                        rresult <= rresult ^ ry;
                end
                rx <= rx[63:1];
                if (ry[63]) begin
                        ry <= {ry[62:0],1'b0} ^ rpol;
                end else begin
                        ry <= {ry[62:0],1'b0};
                end
        end
end
endmodule
module top(
        input uart,
        input clk_12,
        output uart2
);
reg [7:0] my_memory [0:95];
initial begin
        $readmemb("memory.bin", my_memory);
end
wire [63:0] target1;
wire [63:0] target2;
assign target1 = {my_memory[87],my_memory[86],my_memory[85],my_memory[84],my_memory[83],my_memory[82],my_memory[81],my_memory[80]};
assign target2 = {my_memory[95],my_memory[94],my_memory[93],my_memory[92],my_memory[91],my_memory[90],my_memory[89],my_memory[88]};
reg [3:0] rst_counter = 4'b1111;
always @(posedge clk_12) begin
        if (rst_counter != 3'b0) begin
                rst_counter <= rst_counter - 1;
        end
end
wire rst = (rst_counter != 3'b0);
localparam bauds_per_clock = 104;
reg [31:0] state = 32'd0;
wire downcounter_start;
reg [$clog2(bauds_per_clock)-1:0] downcounter = 0;
reg [3:0] bitn = 0;
always @(posedge clk_12) begin
        if (rst) begin
                bitn <= 0;
                state <= 32'd0;
        end else begin
                case (state)
                        32'd0: begin
                                if (uart == 0) begin
                                        state <= 32'd1;
                                end
                        end
                        32'd1: begin
                                if (downcounter == 0) begin
                                        state <= 32'd2;
                                        bitn <= 7;
                                end
                        end
                        32'd2: begin
                                if (downcounter == 0) begin
                                        if (bitn == 0) begin
                                                state <= 32'd3;
                                        end else begin
                                                bitn <= bitn - 1;
                                        end
                                end
                        end
                        32'd3: begin
                                if (downcounter == 0) begin
                                        state <= 32'd0;
                                end
                        end
                endcase
        end
end
assign downcounter_start =      (state == 32'd0 && uart == 0) ? 1 : 
                                (state == 32'd1 && downcounter == 0) ? 1 :
                                (state == 32'd2 && downcounter == 0) ? 1 : 0;
always @(posedge clk_12) begin
        if (rst) begin
                downcounter <= 0;
        end else begin
                if (downcounter_start) begin
                        downcounter <= bauds_per_clock - 1;
                end else begin
                        if (downcounter != 0) begin
                                downcounter <= downcounter - 1;
                        end
                end
        end
end
wire sample_bit = (state == 32'd2 && downcounter == bauds_per_clock / 2);
reg [7:0] cur_byte = 0;
always @(posedge clk_12) begin
        if (sample_bit) begin
                cur_byte[7-bitn] <= uart;
        end
end
wire byte_strobe = (state == 32'd3 && downcounter == bauds_per_clock / 2);
reg unlock_flag = 0;
reg locked = 0;
reg [3:0] char_counter = 0;
reg [127:0] char_buf = 0;
integer i;
always @(posedge clk_12) begin
        if (rst) begin
                char_counter <= 0;
                locked <= 0;
                char_buf <= 0;
        end else begin
                if (byte_strobe & ~locked) begin
                        if(char_counter == 4'd15) begin
                                locked <= 1;
                        end
                        char_counter <= char_counter + 1;
                        char_buf[char_counter*8 +: 8] <= cur_byte ^ 8'd42;
                end else if (locked & unlock_flag) begin
                        locked <= 0;
                end
        end
end
reg [3:0] stage = 0;
always @(posedge clk_12) begin
        if (rst) begin
                stage <= 0;
        end else if (stage == 0) begin
                if (locked) begin
                        stage <= 1;
                end
        end else if (stage == 1) begin
                stage <= 2;
        end else if (stage == 2) begin
                if(ready1 & ready2)
                        stage <= 3;
        end else if (stage == 3) begin
                stage <= 4;
        end else if (stage == 4) begin
                if(ready1 & ready2 & ready3) begin
                        stage <= 5;
                end
        end else if (stage == 5) begin
                if((result1 == target1)
                &  (result2 == target2)) begin
                        stage <= 6;
                end else begin
                        stage <= 7;
                end
        end else if ((stage == 6)|(stage == 7)) begin
                stage <= 8;
        end else if (stage == 8) begin
                if(unlock_flag)
                        stage <= 0;
        end
end
wire ready1;
wire [63:0] result1;
wire ready2;
wire [63:0] result2;
wire ready3;
wire [63:0] result3;
reg [7:0] start_off = 0;
reg [7:0] end_off = 0;
reg sending = 0;
reg [7:0] chr = 0;
reg send_signal = 0;
wire send_finish;
reg [63:0] enc_key = 0;
reg enc_key_gen = 0;
reg align_bound = 0;
always @(posedge clk_12) begin
        if (rst) begin
                start_off <= 0;
                end_off <= 0;
                sending <= 0;
                chr <= 0;
                send_signal <= 0;
                unlock_flag <= 0;
                align_bound <= 0;
        end else if (~sending&((stage == 6)|(stage == 7))) begin
                sending <= 1;
                send_signal <= 0;
                if (stage == 6) begin
                        start_off <= 0;
                        end_off <= 8'h40;
                end else if (stage == 7) begin
                        start_off <= 8'h40;
                        end_off <= 8'h50;
                end
                align_bound <= 0;
        end else if (sending & send_finish) begin
                if (start_off == end_off) begin
                        send_signal <= 0;
                        sending <= 0;
                        unlock_flag <= 1;
                        start_off <= 0;
                        end_off <= 0;
                        chr <= 0;
                        align_bound <= 0;
                end else if (send_signal == 0) begin
                        send_signal <= 1;
                        chr <= enc_key[(start_off&7)*8 +: 8]^my_memory[start_off];
                        start_off <= start_off + 1;
                        if ((start_off&7) == 7) begin
                                align_bound <= 1;
                        end else begin
                                align_bound <= 0;
                        end
                end else begin
                        align_bound <= 0;
                end
        end else if (unlock_flag) begin
                unlock_flag <= 0;
        end else begin
                send_signal <= 0;
        end
end
reg last_ready3 = 0;
always @(posedge clk_12) begin
        if (rst) begin
                enc_key <= 0;
                enc_key_gen <= 0;
        end else if(stage == 1) begin
                enc_key_gen <= 1;
                enc_key <= char_buf[127:64]+char_buf[63:0];
        end else if(stage == 7) begin
                enc_key <= 64'hc456a1adda0b49cf;
        end else if(align_bound) begin
                enc_key_gen <= 1;
        end else begin
                enc_key_gen <= 0;
                if (ready3 & ~last_ready3) begin
                        enc_key <= result3;
                end
        end
        last_ready3 <= ready3;
end
ffmul ff1(
        .clk(clk_12),
        .rst(rst),
        .x((char_buf[63:0]&{64{stage==1}})|
                (result2&{64{stage==3}})),
        .y(64'h12345678deadc32f),
        .pol(64'h30410c084000aa3),
        .effective((stage==1)|(stage==3)),
        .result(result1),
        .ready(ready1)
);
ffmul ff2(
        .clk(clk_12),
        .rst(rst),
        .x((char_buf[127:64]&{64{stage==1}})|
                (result1&{64{stage==3}})),
        .y(64'h113355770044baef),
        .pol(64'h283),
        .effective((stage==1)|(stage==3)),
        .result(result2),
        .ready(ready2)
);
ffmul ff3(
        .clk(clk_12),
        .rst(rst),
        .x(enc_key),
        .y(64'hceba1234deaf2019),
        .pol(64'h80000000001005),
        .effective(enc_key_gen),
        .result(result3),
        .ready(ready3)
);
uart_put putter(
        .clk(clk_12),
        .rst(rst),
        .x(chr),
        .effective(send_signal),
        .uart(uart2),
        .ready(send_finish)
);
endmodule
</file>
<file path="flow/run.sh">
#!/bin/bash
# OpenROAD 26Q1-2900-gdf79404cd8, Yosys 0.63+post, stock flow scripts
make -C /OpenROAD-flow-scripts/flow DESIGN_CONFIG=/design/flow/config.mk WORK_HOME=/design/flow/orfs finish
</file>
<file path="flow/config.mk">
export PLATFORM = sky130hd
export DESIGN_NAME = top
export DESIGN_NICKNAME = top
export VERILOG_FILES = /design/flow/design.v
export SDC_FILE = /design/flow/constraint.sdc
export NUM_CORES = 4
export LEC_CHECK = 1
export CORE_UTILIZATION = 40
export SYNTH_HDL_FRONTEND = slang
</file>
<file path="flow/constraint.sdc">
current_design top

set clk_period 25.9
set clk_io_pct 0.2

create_clock -name clk0 -period $clk_period [get_ports {clk_12}]

set non_clock_inputs [all_inputs -no_clocks]
set_input_delay [expr $clk_period * $clk_io_pct] -clock clk0 $non_clock_inputs
set_output_delay [expr $clk_period * $clk_io_pct] -clock clk0 [all_outputs]
</file>
==> flow_metrics.tcl <==
# implementation run metrics
set metrics [dict create \
    fin_cells 5294 \
    dp_hpwl_mm 65.87 \
    fillCellCount 8573 \
    ys_warn_count 0 \
    std_cell_rows 110 \
    critPathTopFamily "buffers and inverters" \
    holdCritPathClass "register to register" \
    drive_gt1_share_pct 6.144 \
    clkTransAtPathRegs_ns 0.06 \
    common_cells "dfxtp_1 (827), nor2_1 (667), nand2_1 (510), a21oi_1 (476), mux2i_1 (258)" \
    endpoint_kind "primary output" \
    syn2layout_area_growth_pct 10.39 \
    rsz0062_at_grt "false" \
    die_h_um 303.1 \
    cts_tree "yes" \
    total_leakage_power_nw 16.10 \
    dp.cells 5135 \
    syn_inst 4204 \
    viasPerCell 5.324 \
    clockBufferDepth 3 \
    cts_hold_buf 0 \
    slew_headroom_pct 35.53 \
    path_max_fanout 2 \
    largest_register "char_buf" \
    postCtsSetupRepairBufs 0 \
    htreeDepth 3 \
    utilization_pct 44.56 \
    numCtsBuffers 88 \
    final.min_clock_period_ns 6.618 \
    setup_violations 0 \
    vias 28186 \
    cts_sinks 839 \
    critPathLaunchType "register" \
    fin_worst_skew_ns 0.03516 \
    warnings 38 \
    top_level_ports 3 \
    top_area_share_pct 45.64 \
    tightestPinTransition_ns 0.9582 \
    syn_area_um2 36270 \
    finalSetupTns_ns 0 \
    crit_chain "clkdlybuf4s50_1" \
    wire_per_inst_um 18.36 \
    antenna_cells 0 \
    crit_type "register to primary output" \
    cts_root_buf "clkbuf_16" \
    remaining_drc_errors 0 \
    yosysTopAreaCell "dfxtp_1" \
    slowest_stage "clkdlybuf4s50_1" \
    comb_area_um2 18130 \
    drt_iter0_markers 1832 \
    gp_congestion 0.9706 \
    syn_avg_cell_area_um2 8.629 \
    status "finished, final reports clean" \
    ys.flops 839 \
    critPathMaxStageDelay_ns 0.46 \
    crit_buf_inv 1 \
    cp.required_ns 20.72 \
    firstDrtPassIters 6 \
    finalCritPeriodShare_pct 25.55 \
    grt_max_degree 146 \
    antenna_found_initial 1 \
    async_reset_ff_share_pct 0 \
    ir_drop_mv 0.05439 \
    report.final.slew_viol_count 0 \
    enable_flop_cells 12 \
    top_cell "dfxtp_1" \
    grt.total_usage_pct 21.71 \
    drv_cap 0 \
    fp_util_pct 40.36 \
    gr-total-overflow 0 \
    area_leaders "dfxtp_1 (46%), mux2i_1 (7.1%), nor2_1 (6.9%)" \
    clkLatencyLatePin_ns 0.67 \
    die_area_um2 91890 \
    powerDensity_nw_per_um2 64.34 \
    synth_cell_types 85 \
    fmax_mhz 151.1 \
    synthFlopType "dfxtp_1" \
    ys_chip_area_um2 36270 \
    coreArea_um2 89870 \
    postSynthSeqShare_pct 46.63 \
    cts_resized 0 \
    largest_reg_flops 128 \
    critPathArrivalTime_ns 1.44 \
    yosysCellCount 4204 \
    whs_ns 0.4220 \
    wl_mm 97.21 \
    timing_hold_violations_final 0 \
    grt_pass1_wl_mm 151.1 \
    port_buffers 2 \
    grt_pass1_vias 26377 \
    antenna_left 0 \
    die_w_um 303.1 \
    seq_area_um2 16930 \
]
## cell type report
class                   count  share of cell area, %
multi-input cells        3030                  45.28
flip-flops and latches    839                  42.28
clock buffers             129                  6.586
well taps                1176                  3.674
clock inverters            30                 0.8655
repair buffers             43                 0.8499
inverters                  47                 0.4593
## report_power, final
group / total, mW / switching (mW) / internal (mW)
Sequential: 1.29 / 0 / 1.29
Combinational: 0.000339 / 0.000198 / 0.000134
Clock: 1.28 / 0.540 / 0.743
## layout by cell type, fill, tap and decap left out, types with 26 or more instances in the layout
cell type,instances
clkbuf_16,89
nand2_1,506
nor2_1,666
dfxtp_1,821
nor4_1,61
xor2_1,236
a21o_1,50
clkbuf_8,26
ha_1,81
a31oi_1,35
inv_1,45
xnor2_1,42
o21ai_0,104
mux2i_1,258
a21oi_1,476
a22oi_1,131
buf_4,40
nor3_1,74
nand4_1,40
## final timing paths
path | from | to | slack [ns] | cells past startpoint
setup / recovery | putter.uart | uart2 | 19.28 | 1
hold / removal | stage[3] | stage[7] | 0.42 | 2
setup reg to reg | ff1.rx[32] | ff1.ry[53] | 21.80 | 7
hold reg to reg | stage[3] | stage[7] | 0.42 | 2
## per-layer routing
metal | vias to the layer above | global-route usage [%] | share of wire (%)
met4 | 2 | 5.635 | 2.8
met1 | 13292 | 32.06 | 46
li1 | 14188 | - | -
met5 | - | 0.8799 | 0.11
met2 | 573 | 32.37 | 45
met3 | 131 | 5.622 | 6.8
## logic make-up after synthesis
| family | share of synthesized area (%) |
|---|---|
| buffers and inverters | 3.560 |
| adder cells (fa/ha/maj) | 2.849 |
| AND/OR/NAND/NOR | 17.16 |
| multiplexers | 7.523 |
| flip-flops | 46.63 |
| AND-OR/OR-AND | 15.56 |
| XOR/XNOR | 6.712 |
## per-stage QoR
stage | power (mW) | setup WS [ns] | cell area, um^2
global route | 2.653 | 19.22 | 40040
finish | 2.576 | 19.28 | 40040
floorplan | 1.322 | 20.21 | 36270
global placement | 1.322 | 19.38 | 37060
CTS | 2.605 | 19.24 | 40040
detailed placement | 1.322 | 19.34 | 37060
Power and IR drop assume default switching activity.
